--- design/flow/design.v ---
module ctrlBlock # (
	parameter FilterLength = 16,
	parameter DecimationK = 2
)
(
	input Rst_i,
	input Clk_i,
	input DataNd_i,
	output [3:0] DataAddrWr_o,
	output [3:0] DataAddr_o,
	output [3:0] CoeffAddr_o,
	output StartAcc_o,
	output DataValid_o
);
	reg [3:0] runNumber;
	reg [3:0] addrWr;
	reg [3:0] dataAddr;
	reg [3:0] coeffAddr;
	reg rdy;
	reg startAcc;
	always @ (posedge Clk_i or posedge Rst_i)
		if (Rst_i)
			begin
				runNumber <= 0;
				addrWr <= 0;
			end
		else if (DataNd_i)
			begin
				addrWr <= addrWr + 1;
				if (runNumber == DecimationK - 1)
					runNumber <= 0;
				else
					runNumber <= runNumber + 1;
			end
	parameter Idle = 0;
	parameter Work = 1;
	reg [3:0] state;
	always @ (posedge Rst_i or posedge Clk_i)
		if (Rst_i)
			begin
				state <= Idle;
				rdy <= 0;
				startAcc <= 0;
			end
		else
			case (state)
				Idle : begin
							coeffAddr <= 0;
							dataAddr <= addrWr;
							rdy <= 0;
							startAcc <= 0;
							if (DataNd_i && (runNumber == 0))
								begin
									startAcc <= 1;
									state <= Work;
								end
						end
				Work : begin
							startAcc <= 0;
							if (coeffAddr != FilterLength-1)
								begin
									dataAddr <= dataAddr - 1;
									coeffAddr <= coeffAddr + 1;
									if (coeffAddr != FilterLength-2)
										rdy <= 0;
									else
										rdy <= 1;
								end
							else
								begin
									rdy <= 0;
									if (DataNd_i && (runNumber == 0))
										begin
											state <= Work;
											dataAddr <= addrWr;
											coeffAddr <= 0;
											startAcc <= 1;
										end
									else
										state <= Idle;
								end
						end
				default : state <= Idle;
			endcase 
	reg [2:0] rdyShReg;
	always @ (posedge Rst_i or posedge Clk_i)
		if (Rst_i)
			rdyShReg <= 0;
		else
			rdyShReg <= {rdyShReg[1:0], rdy};
	reg [2:0] startAccShReg;
	always @ (posedge Rst_i or posedge Clk_i)
		if (Rst_i)
			startAccShReg <= 0;
		else
			startAccShReg <= {startAccShReg[1:0], startAcc};
	assign DataAddrWr_o = addrWr;
	assign DataAddr_o = dataAddr;
	assign CoeffAddr_o = coeffAddr;
	assign StartAcc_o = startAccShReg[1];
	assign DataValid_o = rdyShReg[2];
endmodule
module dataBank # (
	parameter addrWidth = 8,
	parameter dataWidth = 18
)
(
	input Clk_i,
	input [addrWidth - 1:0] AddrWr_i,
	input Wr_i,
	input [dataWidth - 1:0] Din_i,	
	input [addrWidth - 1:0] Addr_i,
	output [dataWidth - 1:0] Dout_o
);
	reg [dataWidth - 1:0] dataOutReg;
	reg [dataWidth - 1:0] memArray[(2**addrWidth)-1:0];
	always @ (posedge Clk_i)
	begin
		if (Wr_i)
			memArray[AddrWr_i] = Din_i;
	end
	always @ (posedge Clk_i)
		dataOutReg[dataWidth - 1: 0] <= memArray[Addr_i];
	assign Dout_o = dataOutReg;
endmodule
module dualPortCoeffRamBlock #
(
	parameter addrWidth = 12,
	parameter dataWidth = 8
)
(
	input ClkWr_i,
	input ClkRd_i,
	input [addrWidth-1:0] Addra_i,
	input [addrWidth-1:0] Addrb_i,
	input Wea_i,
	input [dataWidth-1:0] Dina_i,
	output [dataWidth-1:0] Douta_o,
	output [dataWidth-1:0] Doutb_o
);
	reg [dataWidth-1:0] dataOutA;
	reg [dataWidth-1:0] dataOutB;
	reg [dataWidth-1:0] memArray[(2**addrWidth)-1:0];
	initial begin
		memArray[0] = 18'h3e6c9;
		memArray[1] = 18'h3c349;
		memArray[2] = 18'h3cfde;
		memArray[3] = 18'h3f440;
		memArray[4] = 18'h05e4b;
		memArray[5] = 18'h0e79f;
		memArray[6] = 18'h172aa;
		memArray[7] = 18'h1c760;
		memArray[8] = 18'h1c760;
		memArray[9] = 18'h172aa;
		memArray[10] = 18'h0e79f;
		memArray[11] = 18'h05e4b;
		memArray[12] = 18'h3f440;
		memArray[13] = 18'h3cfde;
		memArray[14] = 18'h3c349;
		memArray[15] = 18'h3e6c9;
	end
	always @ (posedge ClkWr_i)
	begin
		if (Wea_i)
			memArray[Addra_i] = Dina_i;
	end
	always @ (posedge ClkRd_i)
	begin
		dataOutA <= memArray[Addra_i];
	end
	always @ (posedge ClkRd_i)
	begin
		dataOutB <= memArray[Addrb_i];
	end
	assign Douta_o = dataOutA;
	assign Doutb_o = dataOutB;
endmodule
module maccBlock(
	input Rst_i,
	input Clk_i,
	input StartAcc_i,
	input signed [17:0] A_i,
	input signed [17:0] B_i,
	output signed [47:0] P_o
);
	reg signed [35:0] m;
	always @ (posedge Clk_i)
		m <= A_i * B_i;
	reg signed [47:0] p;
	always @ (posedge Clk_i)
		if (StartAcc_i)
			p <= m;
		else
			p <= p + m;
	assign P_o = p;
endmodule
module roundSymmetric #
( 
	parameter inDataWidth = 35,
	parameter outDataWidth = 17
)
(
	input Rst_i,
	input Clk_i,
	input [inDataWidth-1 : 0] Data_i,
	input DataNd_i,
	output [outDataWidth-1 : 0] Data_o,
	output DataValid_o
);
	parameter [inDataWidth-1 : 0] addPositive = 2**(inDataWidth-outDataWidth-1);
	parameter [inDataWidth-1 : 0] addNegative = 2**(inDataWidth-outDataWidth-1)-1;
	reg [inDataWidth-1 : 0] corrData;
	always @ (posedge Clk_i or posedge Rst_i)
		if (Rst_i)
			corrData <= 0;
		else if (DataNd_i)
			begin
				if (Data_i[inDataWidth-1])
					corrData <= Data_i + addNegative;
				else 
					corrData <= Data_i + addPositive;
			end
	assign Data_o = corrData[inDataWidth-1 : inDataWidth-outDataWidth];
	reg outDataValidReg;
	always @ (posedge Clk_i) outDataValidReg <= DataNd_i;
	assign DataValid_o = outDataValidReg;
endmodule
module singleMaccDecimator # (
	parameter DecimationK = 2
)
(
	input Rst_i,
	input CoeffClk_i,
	input [3:0] CoeffAddr_i,
	input [17:0] CoeffData_i,
	input CoeffWr_i,
	input Clk_i,
	input [17:0] Data_i,
	input DataNd_i,
	output [17:0] Data_o,
	output DataValid_o
);
	wire [3:0] coeffRdAddr;
	wire [17:0] rdCoeff;
	dualPortCoeffRamBlock #
	(
		.addrWidth(4),
		.dataWidth(18)
	)
	coeffBankInst
	(
		.ClkWr_i(CoeffClk_i),
		.ClkRd_i(Clk_i),
		.Addra_i(CoeffAddr_i),
		.Addrb_i(coeffRdAddr),
		.Wea_i(CoeffWr_i),
		.Dina_i(CoeffData_i),
		.Douta_o(),
		.Doutb_o(rdCoeff)
	);
	wire [3:0] rdAddr;
	wire [17:0] rdData;
	wire [3:0] addrWr;
	dataBank # (
		.addrWidth(4),
		.dataWidth(18)
	)
	dataBankInst
	(
		.Clk_i(Clk_i),
		.AddrWr_i(addrWr),
		.Wr_i(DataNd_i),
		.Din_i(Data_i),	
		.Addr_i(rdAddr),
		.Dout_o(rdData)
	);
	wire startAcc;
	wire outDataValid;
	ctrlBlock # (
		.FilterLength(16),
		.DecimationK(DecimationK)
	)
	ctrlBlockInst 
	(
		.Rst_i(Rst_i),
		.Clk_i(Clk_i),
		.DataNd_i(DataNd_i),
		.DataAddrWr_o(addrWr),
		.DataAddr_o(rdAddr),
		.CoeffAddr_o(coeffRdAddr),
		.StartAcc_o(startAcc),
		.DataValid_o(outDataValid)
	);	
	wire signed [47:0] outData;
	maccBlock maccInst(
		.Rst_i(Rst_i),
		.Clk_i(Clk_i),
		.StartAcc_i(startAcc),
		.A_i(rdData),
		.B_i(rdCoeff),
		.P_o(outData)
	);	
	wire dataValid;
	roundSymmetric #
	( 
		.inDataWidth(38),
		.outDataWidth(18)
	)
	roundInst
	(
		.Rst_i(Rst_i),
		.Clk_i(Clk_i),
		.Data_i(outData[37:0]),
		.DataNd_i(outDataValid),
		.Data_o(Data_o),
		.DataValid_o(DataValid_o)
	);	
endmodule
--- design/flow/run.sh ---
#!/bin/bash
# OpenROAD 26Q1-2900-gdf79404cd8, Yosys 0.63+post, stock flow scripts
make -C /OpenROAD-flow-scripts/flow DESIGN_CONFIG=/design/flow/config.mk WORK_HOME=/design/flow/orfs finish
--- design/flow/config.mk ---
export PLATFORM = sky130hd
export DESIGN_NAME = singleMaccDecimator
export DESIGN_NICKNAME = singleMaccDecimator
export VERILOG_FILES = /design/flow/design.v
export SDC_FILE = /design/flow/constraint.sdc
export NUM_CORES = 4
export LEC_CHECK = 1
export CORE_UTILIZATION = 30
--- design/flow/constraint.sdc ---
current_design singleMaccDecimator

set clk_period 15.7
set clk_io_pct 0.2

create_clock -name clk0 -period $clk_period [get_ports {Clk_i}]
create_clock -name clk1 -period $clk_period [get_ports {CoeffClk_i}]

set non_clock_inputs [all_inputs -no_clocks]
set_input_delay [expr $clk_period * $clk_io_pct] -clock clk0 $non_clock_inputs
set_output_delay [expr $clk_period * $clk_io_pct] -clock clk0 [all_outputs]
==> impl_table.tex <==
% Implementation results table
\begin{tabular}{lr}
\hline
Metric & Value \\
\hline
\multicolumn{2}{l}{\textbf{Outcome}} \\
Status & finished clean \\
\multicolumn{2}{l}{\textbf{Floorplanning}} \\
Overall die width & $\sim$370 um \\
DIE HEIGHT & between 300 and 400 um \\
Io pins & 64 \\
Number of cell rows & roughly 130 \\
Floorplan core density & 0.3030 \\
Overall die area & $\sim$140000 um2 \\
Std-Cell Core Area & between 100000 and 150000 um2 \\
\multicolumn{2}{l}{\textbf{Clock network}} \\
CTS Hold Buffers Added & 0 \\
Number of resized instances in the post-cts repair step & 0 \\
TritonCTS clock tree & built \\
Clock-pin slew on the worst setup and hold paths & around 0.060 ns \\
\# Post-CTS Setup Buffers & 0 \\
Clk sink count & around 730 \\
\multicolumn{2}{l}{\textbf{Drt}} \\
Detailed-route wire length & approximately 86000 um \\
Routed wirelength normalized by instance count & around 18 um \\
Vias per Instance & approximately 4.6 \\
First drt pass iteration count & 16 \\
Detailed router's first-iteration violation count & 1137 \\
Via count of the routed design & about 22000 \\
Antenna-violating nets left & 0 \\
Post-route DRC & 0 \\
\multicolumn{2}{l}{\textbf{GRT}} \\
Overflow after GRT & 0 \\
Combined global-route utilization of all metal layers & 0.1379 \\
Largest net degree at the start of global routing & between 70 and 80 \\
Vias in the first global route & around 24000 \\
Initial antenna violation count & 5 \\
Global-route wire length before repair & approximately 140000 um \\
\multicolumn{2}{l}{\textbf{Synthesis}} \\
Fraction of synthesized cell area in xor and xnor cells & 0.01728 \\
Post-Synth Adder-Cell Area & 0.2055 \\
Asr flop ratio synth & 0.04795 \\
Synthesized area divided by synthesized cell count & roughly 14 um2 \\
Flip-flops with a built-in enable & 584 \\
Chip Area, Yosys & $\sim$40000 um2 \\
Post-synth cell types & about 70 \\
Multiplexer area fraction after synthesis & 0.1021 \\
Most instantiated flip-flop cell in the synthesis netlist & edfxtp\_1 \\
Synthesized-area fraction occupied by ao, oa, aoi and oai cells & 0.04086 \\
Post-Synth Simple-Gate Area & 0.07802 \\
Yosys Warn Count & 5 \\
Cells after Synth & around 2900 \\
Register area share after synthesis & 0.5090 \\
Post-synthesis instance area & around 40000 um2 \\
Largest logic family & adder cells \\
Post-synthesis cell count from yosys & 2880 \\
Total of flip-flops plus latches after synthesis & approximately 730 \\
\multicolumn{2}{l}{\textbf{Flow run}} \\
Max-cap violation count & 0 \\
Count of tool warnings & 30 \\
\multicolumn{2}{l}{\textbf{Finish}} \\
Filler-free cell count of the finished design & 4797 \\
Proportion of layout cells with a drive suffix above 1 & 0.1239 \\
Post-route cell area & 45930 um2 \\
Area of all sequential standard cells & approximately 21000 um2 \\
Fill cell instance count of the final layout & 12780 \\
Most frequently placed logic cells in the final layout & edfxtp\_1, inv\_1, fa\_1 \\
Commonest non-fill, non-tap cell in the layout & edfxtp\_1 \\
Multi-input logic area & roughly 18000 um2 \\
Synth-to-Final Area Change & 13.29\% \\
\multicolumn{2}{l}{\textbf{Hold path}} \\
Hold/Removal Path Class & reg -> reg \\
Hold Path Origin & ctrlBlockInst.rdyShReg[1] \\
\multicolumn{2}{l}{\textbf{Place}} \\
Routability congestion estimate & 0.8799 \\
Cell area after placement & around 43000 um2 \\
Sum of net half-perimeters after detailed placement & roughly 57000 um \\
Number of instances in the placed design & between 4000 and 5000 \\
Quantity of I/O buffers inserted on ports & between 60 and 70 \\
\multicolumn{2}{l}{\textbf{Setup path}} \\
Required time of the worst setup path & $\sim$16 ns \\
Maximum fanout along the worst path & 18 \\
Type of the worst setup path & reg -> reg \\
Worst Setup Start Kind & register \\
Capturing element type of the critical path & register \\
Biggest cell delay along the critical path & 0.86 ns \\
Slowest library cell on the worst path & dfxtp\_1 \\
Cell breakdown of the critical path & nand2\_1 -> fa\_1 -> fa\_1 -> inv\_1 -> ha\_1 -> inv\_1 -> fa\_1 -> inv\_1 -> fa\_1 -> inv\_1 -> fa\_1 -> inv\_1 -> ha\_1 -> nand2\_1 -> nor2\_1 -> nand4\_1 -> o211ai\_1 -> a21oi\_1 -> or4b\_2 -> o2111ai\_1 \\
Crit. Startpoint & coeffBankInst.dataOutB[3] \\
Critical path data arrival time & 7.20 ns \\
Beginning of the worst register-to-register path & coeffBankInst.dataOutB[3] \\
\multicolumn{2}{l}{\textbf{Final timing}} \\
Final Max Slew Viols & 0 \\
Unrepaired setup endpoints after global routing & no \\
Post-Route Setup TNS & 0 ns \\
Worst-Margin Slew & just under 1 ns \\
Total of endpoints with negative setup slack in the final report & 0 \\
Final hold vios & 0 \\
Worst slew margin relative to its limit & 0.3573 \\
Worst Clk Skew & roughly 0.036 ns \\
\hline
\end{tabular}
[routing by layer]
layer  global-route usage  wire (um)  vias to the layer above
li1                     -          -                    10200
met1               0.1819      34900                    10870
met2               0.2096      40400                      858
met3              0.07721       9901                       99
met4              0.02106       1159                        8
met5                    0         45                        -
[state kept, by name (all words and copies together), names as in the netlist, 18 cells and up]
name,flops
coeffBankInst.memArray,288
dataBankInst.memArray,288
maccInst.p,38
maccInst.m,36
coeffBankInst.dataOutB,18
dataBankInst.dataOutReg,18
roundInst.corrData,18
[kinds of logic (layout without fill, tap and decap cells)]
group | after synthesis | count (layout)
XOR/XNOR | 80 | 80
other | 0 | 2
AND-OR/OR-AND | 262 | 262
adder cells (fa/ha/maj) | 468 | 468
buffers and inverters | 510 | 657
flip-flops | 730 | 730
AND/OR/NAND/NOR | 642 | 642
multiplexers | 188 | 188
[path summary, 6_finish.rpt]
check                                                  to  slack, ns  depth (start not counted)
setup / recovery                           maccInst.m[33]       9.02                         20
hold / removal                  ctrlBlockInst.rdyShReg[2]       0.35                          0
setup reg to reg                           maccInst.m[33]       9.02                         20
hold reg to reg                 ctrlBlockInst.rdyShReg[2]       0.35                          0
max in group clk1           coeffBankInst.memArray[14][7]      11.03                          4
max in group asynchronous  ctrlBlockInst.startAccShReg[1]      12.07                          3
min in group asynchronous          ctrlBlockInst.startAcc       2.87                          2
min in group clk1          coeffBankInst.memArray[15][15]       3.54                          1
[synth_stat cells (20+ instances only)]
| cell | count | share of area |
|---|---|---|
| a21o_1 | 20 | 0.0037 |
| a21oi_1 | 87 | 0.011 |
| and2_1 | 178 | 0.027 |
| buf_1 | 20 | 0.0019 |
| clkbuf_1 | 82 | 0.0076 |
| dfrtp_1 | 34 | 0.021 |
| dfxtp_1 | 111 | 0.055 |
| edfxtp_1 | 584 | 0.43 |
| fa_1 | 330 | 0.16 |
| ha_1 | 138 | 0.043 |
| inv_1 | 407 | 0.038 |
| mux4_2 | 180 | 0.10 |
| nand2_1 | 230 | 0.021 |
| nand2b_1 | 20 | 0.0031 |
| nand3_1 | 23 | 0.0028 |
| nor2_1 | 106 | 0.0098 |
| nor3_1 | 21 | 0.0026 |
| o21ai_0 | 63 | 0.0078 |
| xnor2_1 | 43 | 0.0093 |
| xor2_1 | 37 | 0.0080 |
[metrics by stage]
stage | hold slack [ns] | utilization | setup slack (ns)
2_1_floorplan | 0.3312 | - | 9.611
3_3_place_gp | 0.3356 | 0.3251 | 9.039
3_5_place_dp | 0.3355 | 0.3251 | 8.985
4_1_cts | 0.3497 | 0.3433 | 8.989
5_1_grt | 0.3616 | 0.3433 | 8.559
6_report | 0.3483 | 0.3433 | 9.020
[critical path, delay by kind of cell (launching register included)]
kind | cells | cell delay [ns]
simple gates | 5 | 1.36
fa+ha+maj | 7 | 3.34
flops | 1 | 0.86
compound gates | 3 | 0.61
buf+inv | 5 | 0.44
[cell type report]
type | count | share of cell area
multi-input combinational | 1640 | 0.3932
clock buffer | 99 | 0.04462
sequential | 730 | 0.4493
tap | 1768 | 0.04816
inverter | 408 | 0.03334
clock inverter | 33 | 0.008227
timing repair buffer | 117 | 0.02305
antenna | 2 | 0.0001090
